$ cat constraint.sdc
current_design reg_file

set clk_period 5.9
set clk_io_pct 0.2

create_clock -name clk0 -period $clk_period [get_ports {clk}]

set non_clock_inputs [all_inputs -no_clocks]
set_input_delay [expr $clk_period * $clk_io_pct] -clock clk0 $non_clock_inputs
set_output_delay [expr $clk_period * $clk_io_pct] -clock clk0 [all_outputs]
$ cat run.sh
#!/bin/bash
# OpenROAD 26Q1-2900-gdf79404cd8, Yosys 0.63+post, stock flow scripts
make -C /OpenROAD-flow-scripts/flow DESIGN_CONFIG=/design/flow/config.mk WORK_HOME=/design/flow/orfs finish
$ cat design.v
module reg_file(
    input clk,
    input [4:0]raddr0,    
    input [4:0]raddr1,    
    input [4:0]waddr,     
    input [31:0]wdata,    
    input we,             
    output [31:0]rdata0,  
    output [31:0]rdata1   
);
reg [31:0]x[31:0];
genvar i;
generate
for (i = 0; i < 32; i = i + 1)
begin : reg_init
    initial
        x[i] = 32'b0;
end
endgenerate
assign rdata0 = (raddr0 != 32'b0) ? x[raddr0] : 32'b0;
assign rdata1 = (raddr1 != 32'b0) ? x[raddr1] : 32'b0;
always @(posedge clk) begin
    if (we) begin
        x[waddr] <= wdata;
    end
end
endmodule
$ cat config.mk
export PLATFORM = sky130hd
export DESIGN_NAME = reg_file
export DESIGN_NICKNAME = reg_file
export VERILOG_FILES = /design/flow/design.v
export SDC_FILE = /design/flow/constraint.sdc
export NUM_CORES = 4
export LEC_CHECK = 1
export CORE_UTILIZATION = 40
==> run notes <==
Synthesis and place-and-route results.

- The count of tool warnings is 26.
- The number of global-route vias before repair was 30300.
- During I/O placement, the number of pins put on the boundary was approximately 110.
- The mean instance size in the synthesized netlist is 19.6 sq um.
- For the finished layout, the period the worst path requires is 5670 ps.
- The cell total in the yosys stat output is 2400.
- The tightest hold path in the finished design has a slack of about 1300 ps.
- The number of port buffers is 112.
- VDD sags by at most 0.234 mV.
- The worst pin sits at a relative slew slack of 31.4%.
- For reference, the top cells by area after synthesis are sky130_fd_sc_hd__edfxtp_1, sky130_fd_sc_hd__mux4_2, sky130_fd_sc_hd__mux2i_1.
- The number of rows in the core area is 125.
- The number of failing hold endpoints at the final stage is 0.
- The leakage power total is 0.0176 uW.
- The master cell of the clock root buffer is sky130_fd_sc_hd__clkbuf_16.
- The capture point of the worst path is rdata1[12].
- The power per standard cell area is 306 nW/um^2.
- The max-capacitance violation count is 0.
- Synthesis produced a netlist whose cell count is 2400.
- For this run, the slowest stage of the critical path takes 880 ps.
- The path type of the worst setup path is in2out.
- The average routed wire per standard cell is 35.1 um.
- After detailed routing, the number of remaining DRC violations is 0.
- Derived from the worst setup path, the maximum achievable clock frequency is 176 MHz.
- For the pin with the worst max-slew slack, the measured transition is 1030 ps.
- The total design power is 16800 uW.
- Warnings reported by Yosys during synthesis add up to 1.
- The clock transition at the register clock pins on the worst setup and hold paths after CTS is 60 ps.
- The floorplan utilization is 40.4%.
- The number of enable flip-flop cells is 1024.
- The remaining number of nets flagged by the antenna check after routing is 0.
- The die is 345 um wide.
- The family with the most delay on the worst path is buffers and inverters.
- The initial antenna violation count is 8.
- The filler cell count in the final layout is around 9400.
- Buffers inserted to repair hold after CTS numbered 0.
- Walking the critical path from launch to capture passes 8 cell instances.
- Per the synthesis report, the dominant area consumer among library cells is sky130_fd_sc_hd__edfxtp_1.
- The overall chip area is 119000 sq um.
- Setup repair after global routing left no endpoint under its margin.
- Looking at the post-CTS report, the setup buffer insertion count equals 0.
- The most common logic cells in the final layout are sky130_fd_sc_hd__edfxtp_1, sky130_fd_sc_hd__mux4_2, sky130_fd_sc_hd__mux2i_1.
- The final estimated routing congestion in global placement is about 0.96.
- The vertical die dimension reported for this design is ~340 um.
- The critical path buffer and inverter count is 4.
- For this run the detailed placement stage logged an HPWL of 95000 um.
- STA reports the tightest min-delay check as being of type in2reg.
- The post-synthesis cell area is 47000 sq um.
- The overall routing resource usage is 27.8%.
- In the final layout, the registers with the most flip-flops are x (1024).
- The async set-reset flop share out of synthesis is 0%.
- Per the TritonCTS log, the buffer count is 106.
- The slowest stage of the critical path belongs to the cell sky130_fd_sc_hd__a2111oi_1.
- The register with the most flip-flops in the layout has 1024 of them.
- After routing, the total negative slack on setup checks comes to 0 ps.
- The signed area change from the synthesized netlist to the final layout is 16.7%.
- The final timing summary puts the cycle share of the worst path at 96.1%.
- The required time at the worst-slack endpoint is 4720 ps.
- In the Yosys report, the sequential cells make up 65.5% of the chip area.
- The first element of the critical path is raddr1[3].
- The worst setup path is launched from a primary input.
- The hold path startpoint is wdata[21].
- The largest register by flop count is x.
- The chip area estimate from yosys synthesis is ~47000 sq um.
- The via density per instance is 6.30.
- In this run, synthesis produced a sequential element count of 1024.
- Recorded from the global router log, the overflow total was 0.
- The critical path arrival is 4490 ps.
- The share of synthesized area in the top cell type comes to 65.5%.
- The number of distinct standard cells referenced by the synthesized netlist is 40.
- The capturing element type of the critical path is an output port.
- The wire length of the first global-routing pass is roughly 210000 um.
- The run finished with clean final reports.
- The number of endpoints failing setup at the final stage is 0.
- The maximum count of clock buffers along a single path is 3.
- The number of sinks on the clock net is 1024.
- The deepest level of the CTS H-tree is 3.
- Leaving out fill and tap cells, the most frequent cell in the layout is sky130_fd_sc_hd__edfxtp_1.
- Max-slew check failures listed in the final report amount to 0.
- The core region is approximately 120000 sq um.
- TritonCTS built the clock tree.
- The highest net fanout along the worst path is 20.
- The detailed router placed 26700 vias in this run.
- The report lists the cells along the critical path as clkdlybuf4s50_1 > and2_4 > buf_4 > a22o_1 > a2111oi_1 > nor3_1 > buf_4 > clkdlybuf4s50_1.
- The fraction of final layout cells with drive strength greater than 1 is roughly 31%.
- After the first detailed-routing iteration, the DRC count stood at 1612.
- The predominant post-synthesis flop cell is sky130_fd_sc_hd__edfxtp_1.
- The pin count of the biggest net entering global routing is 62.
- The total wirelength of the detailed-routed design is 148000 um.
- The iteration count recorded for the first detailed-route pass is 7.
-- Yosys cell counts (all sizes together), types with 33 or more instances --
library cell / count
nor3: 33
a21oi: 46
o22ai: 55
a211oi: 47
mux2i: 183
buf: 97
a22o: 62
clkbuf: 104
edfxtp: 1024
mux4: 425
nand2: 65
nor2: 35
-- worst min-delay path by stage --
stage	slack, ps	to	depth (start not counted)
4_1_cts	1300	x[1][21]	2
5_1_grt	1340	x[3][19]	2
6_report	1330	x[1][21]	2
-- where the power goes --
group          internal [uW]  switching (uW)
registers               8100            35.9
logic                    668             886
clock network           4230            2840
total                  13000            3760
-- through the flow --
stage	setup slack, ps	area, sq um	utilization [%]	cells
floorplan	1970	47000	-	2400
global placement	-14.4	51100	43.9	4027
detailed placement	-6.29	51100	43.9	4027
CTS	3.10	54800	47.1	4226
global route	122	54800	47.1	4228
finish	232	54800	47.1	4229
-- layout make-up --
type	count	area (sq um)	share of cell area, %
timing repair buffer	305	2920	5.32
inverter	25	96.3	0.176
clock inverter	79	966	1.76
antenna	2	5.00	0.00913
tap	1524	1910	3.48
sequential	1024	30700	56.1
clock buffer	120	2750	5.01
multi-input combinational	1150	15400	28.1
-- per-layer routing --
| metal | global-route usage (%) | up-vias | share of wire [%] |
|---|---|---|---|
| li1 | - | 10900 | - |
| met1 | 30.0 | 13400 | 30 |
| met2 | 39.7 | 2042 | 46 |
| met3 | 24.4 | 323 | 20 |
| met4 | 8.94 | 26 | 4.1 |
| met5 | 4.17 | - | 0.53 |
-- kinds of logic (layout without fill, tap and decap cells) --
family | count (synthesis) | after routing | synth area share, %
muxes | 632 | 632 | 24.9
other | 0 | 2 | 0
and+or+nand+nor | 187 | 187 | 1.94
DFF | 1024 | 1024 | 65.5
AOI/OAI and AO/OA | 331 | 331 | 5.41
buffers and inverters | 226 | 529 | 2.31
-- timing repair --
item / in CTS / in global routing
hold endpoints to repair: 0 / 0
gates resized: 0 / 3
endpoints found under the setup margin: 0 / 3
Power and IR drop assume default switching activity.
