`flow/config.mk`:
```
export PLATFORM = sky130hd
export DESIGN_NAME = vga_sync
export DESIGN_NICKNAME = vga_sync
export VERILOG_FILES = /design/flow/design.v
export SDC_FILE = /design/flow/constraint.sdc
export NUM_CORES = 4
export LEC_CHECK = 1
export CORE_AREA = 10 10 70 70
export DIE_AREA = 0 0 80 80
```
`flow/constraint.sdc`:
```
current_design vga_sync

set clk_period 2.1
set clk_io_pct 0.2

create_clock -name clk0 -period $clk_period [get_ports {clk}]

set non_clock_inputs [all_inputs -no_clocks]
set_input_delay [expr $clk_period * $clk_io_pct] -clock clk0 $non_clock_inputs
set_output_delay [expr $clk_period * $clk_io_pct] -clock clk0 [all_outputs]
```
`flow/design.v`:
```
module vga_sync(
    input clk, 
    output reg hsync = 1,
    output reg vsync = 1,
    output [9:0]xpos, 
    output [9:0]ypos
);
parameter H_front_t = 16;
parameter H_sync_t = 96;
parameter H_back_t = 48;
parameter H_active_t = 640;
parameter H_blank_t = H_front_t + H_sync_t + H_back_t;
parameter H_total_t = H_back_t + H_active_t;
parameter V_front_t = 10;
parameter V_sync_t = 2;
parameter V_back_t = 33;
parameter V_active_t = 480;
parameter V_blank_t = V_front_t + V_sync_t + V_back_t;
parameter V_total_t = V_back_t + V_active_t;
reg [9:0]h_cnt = 10'h3FF;
reg [9:0]v_cnt = 10'h3FF;
assign xpos = h_cnt - H_back_t;
assign ypos = v_cnt - V_back_t;
always @(posedge clk) begin
    if (h_cnt == H_total_t - 1)
        h_cnt <= 0;
    else 
        h_cnt <= h_cnt + 1;
    if (h_cnt == H_front_t - 1)
        hsync <= 0;
    else if (hsync == H_front_t + H_sync_t - 1) begin
        hsync <= 1;
        if (v_cnt == V_total_t - 1)
            v_cnt <= 0;
        else 
            v_cnt <= v_cnt + 1;
        if (v_cn == V_front_t - 1)
            vsync <= 0;
        else if (vsync == V_front_t + V_sync_t - 1)
            vsync <= 1;
    end
end
endmodule
```
`flow/run.sh`:
```
#!/bin/bash
# OpenROAD 26Q1-2900-gdf79404cd8, Yosys 0.63+post, stock flow scripts
make -C /OpenROAD-flow-scripts/flow DESIGN_CONFIG=/design/flow/config.mk WORK_HOME=/design/flow/orfs finish
```
==> impl_metrics.py <==
# Physical implementation metrics
metrics = {
    "pwr": {
        "switching_share_pct": 19.5,
        "p_clk_share_pct": 39.9,
        "internal_power_uw": 285,
        "power.total_uw": 354,
        "ir_drop_uv": 131,
        "switching_power_uw": 68.8,
        "seq_power_share_pct": 59.8,
        "leakage_uw": 0.000360,
        "combPwrFrac_pct": 0.3,
        "power.density_nw_per_um2": 410,
    },
    "setup_path": {
        "critPathCaptureType": "output pin",
        "cp_slowest_stage_delay_ns": 0.47,
        "cp_data_arrival_time_ns": 1.60,
        "cp_slowest_cell": "clkdlybuf4s50_1",
        "critPathLaunchType": "flip-flop",
        "r2r_setup_slack_ns": 0.34,
        "crit_fanout": 3,
        "path_buffers": 1,
        "worstPathCellList": "a2111oi_4 > xor2_1 > clkdlybuf4s50_1",
        "crit_type": "reg -> out",
        "critical_path_required_ns": 1.68,
        "path_delay_family": "buffers and inverters",
    },
    "global_route": {
        "grt_busiest_layer": "met2",
        "track_usage_pct": 4.45,
        "gr-usage-met3_pct": 2.27,
        "antenna_found_initial": 0,
        "use_met2_pct": 6.66,
        "grt.overflow.total": 0,
        "grt_max_degree": 11,
        "grt_pass1_vias": 502,
        "grt_pass1_wl_um": 2340,
        "global_route.usage.met1_pct": 5.82,
    },
    "die": {
        "core.rowCount": 21,
        "io_pins": 23,
        "fp_util_pct": 20.5,
        "fp.dieW_um": 80,
        "die-area_um2": 6400,
        "core_um2": 3420,
        "dieHeight_um": 80,
    },
    "detailed_routing": {
        "num_vias": 541,
        "drc": 0,
        "diodes": 0,
        "drt_first_iter_violations": 29,
        "first_pass_iters": 4,
        "post_drt_wl_per_cell_um": 10.5,
        "via_per_inst": 4.01,
        "drt-total-wl_um": 1420,
        "postRouteAntennaNets": 0,
    },
    "sta": {
        "fin_ws_ns": 0.0758,
        "hold_viol_final": 0,
        "final.min_clock_period_ns": 2.02,
        "setup_violations": 0,
        "finClkSkew_ns": 0.00344,
        "slew_violations": 0,
        "fmaxAchievable_mhz": 494,
        "period_used_pct": 96.4,
        "slew_headroom_pct": 58.5,
        "tightest_slew_ns": 0.618,
    },
    "cts": {
        "cts_tree": "done",
        "clk_latency_ns": 0.26,
        "cts_setup_buffers": 0,
        "clkTransAtPathRegs_ns": 0.07,
        "root_buffer": "clkbuf_4",
        "cts.htree.levels": 1,
        "clk_path_buf_depth": 2,
        "cts_made_buffers": 3,
        "cts_num_sinks": 11,
        "ctsHoldBuffers": 0,
    },
    "layout": {
        "n_fill_cell": 367,
        "final_area_um2": 862,
        "layout-drive-gt1-share_pct": 19.1,
        "logic_area_um2": 398,
        "layout-area-overhead-vs-synth_pct": 23.3,
        "flop_area_um2": 236,
        "final_cells": 135,
    },
    "synthesis": {
        "syn_inst": 77,
        "yosys_area_um2": 699,
        "syn_area_um2": 699,
        "avgSynthCellArea_um2": 9.08,
        "top_cells_by_area": "dfxtp_1 29%, buf_4 16%, ha_1 8.9%",
        "ys_cells": 77,
        "synth_top_flop_cell": "dfxtp_1",
        "async_flop_share_pct": 0,
        "edf_count": 1,
        "yosysWarnings": 2,
        "synth.distinct_cells": 27,
        "postSynthSeqShare_pct": 32.9,
        "top_cell_area_share_pct": 28.6,
        "yosys.area.top_type": "dfxtp_1",
        "yosys_register_bits": 11,
    },
    "place": {
        "place_ws_ns": 0.138,
        "dp.cells": 131,
        "placed_area_um2": 803,
        "port_buffers": 11,
        "routabilityCongestion": 0.836,
        "dpl.hpwl_um": 1130,
    },
    "flow_run": {
        "warnings": 29,
        "cap_violations": 0,
    },
    "min_path": {
        "hold_path_class": "reg -> reg",
    },
    "outcome": {
        "outcome": "finished clean",
    },
}
## layer usage
metal / share of wire [%] / vias to the layer above / routed length (um)
met2: 46 / 31 / 650
met3: 12 / 4 / 169
met1: 41 / 242 / 589
met4: 0.98 / 0 / 14
li1: - / 264 / -
met5: 0 / - / 0
## final timing paths
| kind | start | end | depth (start not counted) |
|---|---|---|---|
| setup / recovery | h_cnt[4]$_SDFF_PN0_ | xpos[9] | 3 |
| hold / removal | h_cnt[0]$_SDFF_PN0_ | h_cnt[0]$_SDFF_PN0_ | 1 |
| setup reg to reg | h_cnt[4]$_SDFF_PN0_ | h_cnt[1]$_SDFF_PN0_ | 6 |
| hold reg to reg | h_cnt[0]$_SDFF_PN0_ | h_cnt[0]$_SDFF_PN0_ | 1 |
## flip-flops by register name (all words and copies together) (netlist names)
signal / cells
hsync: 1
h_cnt: 10
## power groups by stage
| stage | Sequential (uW) | Clock, uW | Combinational, uW |
|---|---|---|---|
| CTS | 211 | 145 | 1.90 |
| global route | 211 | 153 | 2.70 |
| finish | 211 | 141 | 1.19 |
## cells in the mapped netlist (2+ instances only)
cell and count:
a21oi_1 3, buf_4 15, conb_1 2, dfxtp_1 10, ha_1 5, inv_1 3
nand2_1 3, nand3_1 3, nand4_1 2, nor2_1 3, nor3_1 2, o21ai_0 4
o21bai_1 2, or3_1 2, xnor2_1 2, xor2_1 5
## repair_timing
action / 4_1_cts / 5_1_grt
gates resized: 2 / 9
endpoints found under the setup margin: 2 / 3
pin swaps: 0 / 2
## cell usage in the layout, fill, tap and decap left out, drive strengths merged
cell / netlist / final
a2111oi: 1 / 1
a21oi: 3 / 3
buf: 16 / 3
clkbuf: 0 / 4
clkdlybuf4s50: 0 / 11
conb: 2 / 12
dfxtp: 10 / 10
edfxtp: 1 / 1
ha: 5 / 5
inv: 3 / 3
mux2i: 1 / 1
nand2: 3 / 3
nand3: 4 / 4
nand4: 2 / 2
nand4bb: 1 / 1
nor2: 3 / 3
nor2b: 1 / 1
nor3: 2 / 2
nor3b: 1 / 1
nor4: 1 / 1
o21ai: 4 / 4
o21bai: 2 / 2
o31ai: 1 / 1
or3: 2 / 2
or4: 1 / 1
xnor2: 2 / 2
xor2: 5 / 5
## final cells by class
class                           instances  share of cell area (%)
Clock buffer                            4                    3.05
Timing Repair Buffer                   14                    15.4
Sequential cell                        11                    27.4
Tap cell                               46                    6.68
Inverter                                3                    1.31
Multi-Input combinational cell         57                    46.2
## through the flow
step / hold WS, ns / utilization, % / TNS (ns)
6_report: 0.480 / 25.2 / 0
5_1_grt: 0.526 / 25.2 / -0.00398
4_1_cts: 0.486 / 24.5 / -0.0281
3_5_place_dp: 0.470 / 23.5 / 0
3_3_place_gp: 0.461 / 23.5 / 0
2_1_floorplan: 0.441 / - / 0
## cell families after synthesis
kind of cell,Yosys count,synth area share (%)
compound gates,11,9.48
xor+xnor,7,8.77
simple gates,21,18.1
buf+inv,19,19.3
fa+ha+maj,5,8.94
flops,11,32.9
other cells,2,1.07
mux,1,1.43
No activity file was given, so power comes from the tool's default toggle rates.
